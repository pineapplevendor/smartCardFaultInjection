==> ./design.v <==
module myModule(readerClockActive, C, D, V, clock, three, faultLED, rstLED, doneLED);
        output reg rstLED;
        input wire clock;
        input wire D;
        output reg V;
        output reg readerClockActive;
        output reg C;
        output reg three;
        output reg faultLED;
        output reg doneLED;
        integer regClockCounter = 0;
        integer prevOneCount = 0;
        integer numOneBlocks = 0;
        integer prevZeroCount = 0;
        integer numZeroBlocks = 0;
        integer numFPGAClocks = 0;
        integer threeConsecutive = 0;
        integer timeUp = 0;
        integer timeDown = 0;
        reg firstTime = 0;
        integer incrementCount = 0;
        reg hasBeenActive = 0;
        reg prevRST = 0;
        integer lowVal = 6500000;
        integer highVal =6500100;
        always @ (posedge clock)
        begin
                V<=1;
                if(timeUp<lowVal || timeUp>highVal)
                begin
                        faultLED <= 0;
                        if((regClockCounter>=10 && regClockCounter<=14) || (regClockCounter>=23 || regClockCounter<=1))
                        begin
                                C <= 1;
                        end else
                        begin
                                C <= 0;
                        end    
                end
                if(timeUp>=lowVal && timeUp<=highVal)
                begin
                        faultLED <= 1;
                        rstLED <= 0;
                        if((regClockCounter>=2 && regClockCounter<=3) || (regClockCounter>=5 && regClockCounter<=6) ||
                           (regClockCounter>=8 && regClockCounter<=9) || (regClockCounter>=12 && regClockCounter <=13) ||
                           (regClockCounter>=15 && regClockCounter<=16) || (regClockCounter>=18 && regClockCounter<=19) ||
                           (regClockCounter>=21 && regClockCounter<=22) || (regClockCounter>=24 && regClockCounter<=25))
                        begin
                                C <= 1;
                        end else
                        begin
                                C <= 0;
                        end    
                end
                if(regClockCounter<25)
                begin
                        regClockCounter <= regClockCounter + 1;
                end else
                begin
                        regClockCounter <= 0;
                end
                if(D==0)
                begin
                        prevZeroCount <= prevZeroCount + 1;
                        prevOneCount <= 0;
                end
                if(D==1)
                begin
                        prevOneCount <= prevOneCount + 1;
                        prevZeroCount <= 0;
                end
                if(prevOneCount > 3)
                begin
                        prevOneCount <= 0;
                        prevZeroCount <= 0;
                        numOneBlocks <= numOneBlocks + 1;
                end
                if(prevZeroCount > 3)
                begin
                        prevZeroCount <= 0;
                        prevOneCount <= 0;
                        numZeroBlocks <= numZeroBlocks + 1;
                end
                if(numFPGAClocks < 1000)
                begin
                        numFPGAClocks <= numFPGAClocks + 1;
                end
                if(numFPGAClocks == 1000 && (numOneBlocks < 3 || numZeroBlocks < 3))
                begin
                        readerClockActive <= 0;
                        numOneBlocks <= 0;
                        numZeroBlocks <= 0;
                        numFPGAClocks <= 0;
                        threeConsecutive <= 0;
                        timeDown <= timeDown + 1;
                end
                if(numFPGAClocks == 1000 && numOneBlocks > 2 && numZeroBlocks > 2)
                begin
                        readerClockActive <= 1;
                        numOneBlocks <= 0;
                        numZeroBlocks <= 0;
                        numFPGAClocks <= 0;
                        threeConsecutive <= threeConsecutive + 1;
                        timeDown <= 0;
                end
                if(threeConsecutive >= 3)
                begin
                        three <= 1;
                        hasBeenActive <= 1;
                        if(firstTime==0)
                        begin
                                firstTime <= 1;
                        end
                end else
                begin
                        three <= 0;
                end
                if(timeDown >= 200000)
                begin
                        rstLED <= 1;
                        hasBeenActive <= 0;
                        timeUp <= 0;
                end
                if(prevRST==0 && rstLED==1 && firstTime!=0)
                begin
                        lowVal <= lowVal + 10000;
                        highVal <= highVal + 10000;
                        incrementCount <= incrementCount + 1;
                end
                if(rstLED==0)
                begin
                        prevRST <= 0;
                end else
                begin
                        prevRST <= 1;
                end
                if(incrementCount>4536)
                begin
                        doneLED <= 1;
                end else
                begin
                        doneLED <= 0;
                end
                if(hasBeenActive == 1)
                begin
                        timeUp <= timeUp + 1;
                end else
                begin
                        timeUp <= 0;
                end
        end
endmodule
==> ./run.sh <==
#!/bin/bash
# OpenROAD 26Q1-2900-gdf79404cd8, Yosys 0.63+post, stock flow scripts
make -C /OpenROAD-flow-scripts/flow DESIGN_CONFIG=/design/flow/config.mk WORK_HOME=/design/flow/orfs finish
==> ./config.mk <==
export PLATFORM = sky130hd
export DESIGN_NAME = myModule
export DESIGN_NICKNAME = myModule
export VERILOG_FILES = /design/flow/design.v
export SDC_FILE = /design/flow/constraint.sdc
export NUM_CORES = 4
export LEC_CHECK = 1
export CORE_UTILIZATION = 40
==> ./constraint.sdc <==
current_design myModule

set clk_period 14.1
set clk_io_pct 0.2

create_clock -name clk0 -period $clk_period [get_ports {clock}]

set non_clock_inputs [all_inputs -no_clocks]
set_input_delay [expr $clk_period * $clk_io_pct] -clock clk0 $non_clock_inputs
set_output_delay [expr $clk_period * $clk_io_pct] -clock clk0 [all_outputs]
==> impl_metrics.tcl <==
# collected from the flow reports
set metrics [dict create \
    first_iter_violations 786 \
    coreArea_sq_um 47600 \
    crit_fanout 3 \
    lay_top_count "nor2_1" \
    place.gp.congestion 0.822 \
    ys_cells 2087 \
    syn_inst 2087 \
    grt_overflow_total 0 \
    post-dp-hpwl_microns 23000 \
    max_stage_delay_ns 0.47 \
    seqCellArea_sq_um 8930 \
    max_slew_margin_pct 49.1 \
    arrival_ns 1.39 \
    critPathBufInv 1 \
    ant_nets 0 \
    slew_viol_final 0 \
    cts_setup_buffers 0 \
    totalWireLength_microns 34700 \
    crit_slowest_cell "clkdlybuf4s50_1" \
    synth_area_sq_um 19300 \
    start_kind "flop" \
    yosys_area_sq_um 19300 \
    ctsLongestPathBuffers 3 \
    holdPathEnd "prevRST$_DFF_P_" \
    worstPathCellList "clkdlybuf4s50_1" \
    switching_share_pct 22.0 \
    seqPwrFrac_pct 49.7 \
    drive_gt1_share_pct 4.75 \
    firstDrtPassIters 5 \
    max_cap_viol_count 0 \
    hp-class "reg -> reg" \
    clock_power_share_pct 47.0 \
    p_comb_share_pct 3.3 \
    die_area_sq_um 49100 \
    holdWs_ns 0.379 \
    drc_errors 0 \
    grt_max_degree 69 \
    grt.total_usage_pct 15.1 \
    finalClockSkew_ns 0.0263 \
    vias_per_cell 5.03 \
    cts_tree "done" \
    ff_type "dfxtp_1" \
    rsz0062_at_grt "false" \
    port_buffers 7 \
    fp.dieW_microns 222 \
    most-common-layout-cells "nor2_1, dfxtp_1, xnor2_1" \
    clk_latency_ns 0.57 \
    fp_util_pct 40.5 \
    via_count 13900 \
    timing.final.crit_share_pct 29.8 \
    r2r_slack_ns 10.71 \
    path_class "reg -> out" \
    antenna_cells 0 \
    grt_pass1_vias 13300 \
    worst_r2r_endpoint "threeConsecutive[13]$_SDFFCE_PN0P_" \
    clockRootBuffer "clkbuf_16" \
    p_int_uw 1840 \
    leakage_uw 0.00783 \
    r2r-start "numZeroBlocks[2]$_SDFFE_PP0P_" \
    hold_start "rstLED$_SDFFE_PP1P_" \
    ys.flops 385 \
    async_flop_share_pct 0 \
    warnings 36 \
    cts.sinks 385 \
    timing.fmax_mhz 238 \
    cp-end-kind "primary output" \
    clk_pin_slew_ns 0.05 \
    hold_viol_final 0 \
    yosysSeqAreaShare_pct 46.3 \
    ys_warn_count 1 \
    worst_slack_ns 9.89 \
    outcome "finished clean" \
    antenna_found_initial 0 \
    wl_per_cell_microns 12.6 \
    nFillCells 4326 \
    cp.required_ns 11.28 \
    peakVddDrop_v 0.0000693 \
    grt_pass1_wl_microns 61500 \
    ctsHoldBuffers 0 \
    pin_count 9 \
    cts_buffers 46 \
    setup_viol 0 \
    floorplan.rows 80 \
    worst_slew_pin_slew_ns 0.756 \
    netSwitchingPower_uw 518 \
    yosysUniqueCellTypes 63 \
    reg2reg_depth 6 \
    critPathTopFamily "buffers and inverters" \
    die_h_microns 222 \
    edf_count 122 \
    logic_area_sq_um 9770 \
    h-tree-depth 2 \
    postCtsResizedCells 0 \
    holdPathStages 0 \
    post-place-ws_ns 10.14 \
    syn-mean-instance-area_sq_um 9.24 \
    syn2layout_area_growth_pct 11.3 \
    setup_tns_ns 0 \
    p_per_area_nw_per_um2 110 \
    period_needed_ns 4.21 \
]
[synthesized netlist by cell type, types with 9 or more instances]
cell type | n | area, sq um
dfxtp_1 | 263 | 5270
and4_1 | 26 | 228
xnor2_1 | 203 | 1780
clkbuf_1 | 29 | 109
inv_1 | 114 | 428
or3_1 | 27 | 169
a21oi_1 | 54 | 270
and3_1 | 42 | 263
nor2_1 | 314 | 1180
ha_1 | 78 | 976
o21ai_0 | 42 | 210
nor4_1 | 64 | 400
edfxtp_1 | 122 | 3660
xor2_1 | 124 | 1090
or4_1 | 9 | 67.6
nor2b_1 | 12 | 75.1
nand2_1 | 165 | 619
buf_2 | 11 | 55.1
nor3_1 | 50 | 250
nand4_1 | 85 | 532
nand3_1 | 113 | 566
and2_1 | 37 | 231
[stage by stage]
| stage | total power, uW | instance area (sq um) | util [%] | instances |
|---|---|---|---|---|
| final | 2360 | 21500 | 45.0 | 2762 |
| after CTS | 2400 | 21500 | 45.0 | 2762 |
| after global placement | 1270 | 20100 | 42.1 | 2682 |
| after floorplan | 1250 | 19300 | - | 2089 |
| after global routing | 2460 | 21500 | 45.0 | 2762 |
| after detailed placement | 1270 | 20100 | 42.1 | 2682 |
[flip-flops by register name, summed over array words and instances, names as in the netlist, 28 cells and up]
name,cells
highVal,28
numZeroBlocks,32
lowVal,28
timeDown,32
numOneBlocks,32
prevZeroCount,32
regClockCounter,32
numFPGAClocks,32
timeUp,32
incrementCount,32
threeConsecutive,32
prevOneCount,32
[final cells by class]
class / count / share of cell area [%]
Tap cell: 615 / 3.59
Sequential cell: 385 / 41.6
Inverter: 114 / 1.99
Clock inverter: 12 / 0.420
Timing Repair Buffer: 21 / 0.816
Multi-Input combinational cell: 1547 / 45.5
Clock buffer: 68 / 6.08
[worst max-delay path by stage]
stage / slack, ns / from / to / cells after the start
4_1_cts: 9.85 / rstLED$_SDFFE_PP1P_ / rstLED / 1
5_1_grt: 9.83 / rstLED$_SDFFE_PP1P_ / rstLED / 1
6_report: 9.89 / rstLED$_SDFFE_PP1P_ / rstLED / 1
[routing by layer]
layer | GRT usage, % | wire length, microns | vias up
li1 | - | - | 7316
met1 | 23.8 | 17800 | 6390
met2 | 22.7 | 14900 | 139
met3 | 2.73 | 1270 | 58
met4 | 2.89 | 726 | 0
met5 | 0 | 0 | -
[power groups by stage]
stage	Combinational (uW)	Clock, uW	Sequential, uW
after global routing	90.4	1190	1170
after CTS	79.9	1150	1170
final	78.4	1110	1170
[cell families after synthesis]
logic type | share of synthesized area [%]
AND-OR/OR-AND | 4.75
multiplexers | 0.104
buffers and inverters | 3.17
AND/OR/NAND/NOR | 25.7
flip-flops | 46.3
other | 0.0194
XOR/XNOR | 14.9
adder cells (fa/ha/maj) | 5.06
Power figures rest on the tool's default switching activity, not on a simulated workload.
